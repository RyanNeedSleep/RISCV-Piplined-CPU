## /design/flow/config.mk

```make
export PLATFORM = sky130hd
export DESIGN_NAME = Registers
export DESIGN_NICKNAME = Registers
export VERILOG_FILES = /design/flow/design.v
export SDC_FILE = /design/flow/constraint.sdc
export NUM_CORES = 4
export LEC_CHECK = 1
export CORE_UTILIZATION = 40
```

## /design/flow/design.v

```verilog
module Registers
(
    clk_i,
    RS1addr_i,
    RS2addr_i,
    RDaddr_i, 
    RDdata_i,
    RegWrite_i, 
    RS1data_o, 
    RS2data_o 
);
input                 clk_i;
input   [4:0]         RS1addr_i;
input   [4:0]         RS2addr_i;
input   [4:0]         RDaddr_i;
input   [31:0]        RDdata_i;
input                 RegWrite_i;
output signed [31:0]  RS1data_o; 
output signed [31:0]  RS2data_o;
reg signed    [31:0]      register        [0:31];
assign  RS1data_o = (RS1addr_i == RDaddr_i && RegWrite_i)? RDdata_i : register[RS1addr_i];
assign  RS2data_o = (RS2addr_i == RDaddr_i && RegWrite_i)? RDdata_i : register[RS2addr_i];
always@(posedge clk_i) begin
    if(RegWrite_i && RDaddr_i != 5'b0)
        register[RDaddr_i] <= RDdata_i;
end
endmodule 
```

## /design/flow/constraint.sdc

```tcl
current_design Registers

set clk_period 9.6
set clk_io_pct 0.2

create_clock -name clk0 -period $clk_period [get_ports {clk_i}]

set non_clock_inputs [all_inputs -no_clocks]
set_input_delay [expr $clk_period * $clk_io_pct] -clock clk0 $non_clock_inputs
set_output_delay [expr $clk_period * $clk_io_pct] -clock clk0 [all_outputs]
```

## /design/flow/run.sh

```bash
#!/bin/bash
# OpenROAD 26Q1-2900-gdf79404cd8, Yosys 0.63+post, stock flow scripts
make -C /OpenROAD-flow-scripts/flow DESIGN_CONFIG=/design/flow/config.mk WORK_HOME=/design/flow/orfs finish
```

==> results.tsv <==
metric	value	unit
gpl congestion	0.914	
fraction of registers with async set/reset	0	
Post-synth EDFFs	1024	
Fin. Hold Viols	0	
Layout Utilization	0.460	
total die size	0.123	mm²
Worst Tran Pin Value	1.07	ns
fin crit share	0.794	
DR iter-0 viols	2021	
Tightest Hold Check Type	in2reg	
Top-area cell share	0.631	
Synth Seq Share	0.631	
Synth flops	1024	
# resized after CTS	0	
clock transition at the registers of the reported paths	0.06	ns
leakage	18.3	nW
Synth Flop Type	edfxtp_1	
Synth top cells by count	edfxtp_1, mux2i_1, mux4_2	
Log Warnings	26	
H-tree depth	3	
CP required	7.68	ns
buffers added on ports	112	
Placeable Area	0.120	mm²
DR pass1 iterations	5	
Distinct cells, synth	60	
Crit path arrival time	5.70	ns
max frequency	131	MHz
post-route DRC violation count	0	
CTS Hold Bufs	0	
Final min period	7.62	ns
Largest register FFs	1024	
Rel. slew slack	0.286	
Synth area leaders	edfxtp_1, mux4_2, mux2i_1, mux2_2, o22ai_1	
DPL Wire Length	93300	µm
Root Driver	clkbuf_16	
row count	127	
GR Overflow Total	0	
Slew Limit Fails	0	
Synth Area per Inst	17.2	µm²
area grow syn2layout	13.6	%
largest buffer count on any clock path	3	
Num CTS Buffers	108	
cell with the most instances after synthesis	edfxtp_1	
yosys cell count	2841	
antenna-violating nets left	0	
Filler Cells Inserted	9959	
area leader, netlist	edfxtp_1	
status	complete, no violations	
Fin Setup TNS	0	ns
via count	29530	
FP Util	0.405	
io pins	113	
initial antenna violation count	8	
TritonCTS Sinks	1024	
die span in x	351	µm
post-synthesis instance area	0.0487	mm²
YS warnings	1	
total routed wirelength	159000	µm
type of origin of the critical path	primary input	
CTS tree	done	
Max Cap Violations	0	
CP endpoint kind	output pin	
Post-CTS Setup Bufs	0	
Setup violations, final	0	
pwr dens	182	mW/mm²
Cells after Synth	2841	
layout cells sized above 1	0.248	
via-per-instance ratio	6.28	
Biggest register	register	
CP Max Fanout	47	
first-pass GRT wire length	226000	µm
wire per inst	33.8	µm
Max IR drop VDD	0.139	mV
vias in the first global route	32505	
Total GRT Usage	0.283	
RSZ-0062 raised after global routing	no	
critical path class	in2out	
height of the chip	351	µm
area reported by Yosys stat	0.0487	mm²
largest net degree at the start of global routing	77	
biggest regs	register: 1024 flops	
[power breakdown]
part           switching, mW  total [mW]  internal, mW
clock                   1.75        4.13          2.38
sequential            0.0263        5.01          4.99
combinational          0.552       0.949         0.397
[kinds of logic after synthesis]
logic type                Yosys count  synth area share
DFF                              1024             0.631
and+or+nand+nor                   352            0.0381
buffers and inverters             239            0.0316
xor gates and xnor gates           10           0.00180
muxes                             763             0.228
other                               1         0.0000770
AOI/OAI and AO/OA                 452            0.0697
[path summary, 6_finish.rpt]
path              slack [ns]  cells past startpoint         start          endpoint
setup / recovery        1.98                      8  RS1addr_i[1]     RS1data_o[22]
hold / removal          2.05                      2  RDdata_i[28]  register[21][28]
[through the flow]
step                      hold WS [ns]  power, mW  setup slack, ns  cell area, µm²  std cells
after detailed placement          2.76       6.05             2.12           51900       4499
after global routing              2.07       10.4             1.84           55300       4702
after CTS                         2.02       10.1             2.12           55300       4700
final                             2.05       10.1             1.98           55300       4703
after floorplan                   2.02       5.63             4.32           48800       2872
after global placement            2.75       6.03             2.15           51900       4499
[worst max-delay path, stage by stage]
cell and delay [ns]:
buf_8 0.32, buf_4 0.50, or3_2 0.74, buf_4 0.48, o22a_1 0.26, nand3_1 0.10
o31ai_1 0.60, clkdlybuf4s50_1 0.61
[routing by layer]
| metal | routed length, µm | GRT usage |
|---|---|---|
| met1 | 50800 | 0.321 |
| met2 | 71400 | 0.401 |
| met3 | 29000 | 0.229 |
| met4 | 7390 | 0.103 |
| met5 | 446 | 0.0263 |
[layout make-up]
class                      instances  area, µm²  area share
timing repair buffer             253       2220      0.0402
clock buffer                     127       2820      0.0509
multi-input combinational       1609      16900       0.305
clock inverter                    74        656      0.0118
antenna                            3       7.51    0.000136
sequential                      1024      30700       0.556
tap                             1612       2020      0.0364
inverter                           1       3.75   0.0000678
[cells in the final DEF, fill, tap and decap left out, types with 11 or more instances in the layout]
master / instances
nor2b_1: 47
o22ai_1: 127
nor2_1: 21
clkbuf_1: 17
edfxtp_1: 1024
clkbuf_16: 110
mux4_2: 263
nand2_1: 62
nand3_1: 85
mux2_2: 132
nor2_4: 35
o21ai_0: 19
or3_1: 25
buf_4: 140
nand2b_1: 27
clkinv_1: 31
clkinv_2: 20
a22o_1: 33
a22oi_1: 102
nor4_1: 13
bufinv_16: 11
clkdlybuf4s50_1: 104
conb_1: 32
o31ai_1: 21
a221oi_1: 66
o22a_1: 21
mux2i_1: 368
Power and IR drop assume default switching activity.
