--- flow/run.sh ---
#!/bin/bash
# OpenROAD 26Q1-2900-gdf79404cd8, Yosys 0.63+post, stock flow scripts
make -C /OpenROAD-flow-scripts/flow DESIGN_CONFIG=/design/flow/config.mk WORK_HOME=/design/flow/orfs finish
--- flow/config.mk ---
export PLATFORM = sky130hd
export DESIGN_NAME = EX_MEM
export DESIGN_NICKNAME = EX_MEM
export VERILOG_FILES = /design/flow/design.v
export SDC_FILE = /design/flow/constraint.sdc
export NUM_CORES = 4
export LEC_CHECK = 1
export CORE_UTILIZATION = 30
--- flow/constraint.sdc ---
current_design EX_MEM

set clk_period 1.0
set clk_io_pct 0.2

create_clock -name clk0 -period $clk_period [get_ports {clk_i}]
create_clock -name clk1 -period $clk_period [get_ports {rst_i}]

set non_clock_inputs [all_inputs -no_clocks]
set_input_delay [expr $clk_period * $clk_io_pct] -clock clk0 $non_clock_inputs
set_output_delay [expr $clk_period * $clk_io_pct] -clock clk0 [all_outputs]
--- flow/design.v ---
module EX_MEM
(
    clk_i,
    rst_i,
    RegWrite_i,
    MemtoReg_i,
    MemRead_i,
    MemWrite_i,
    ALU_rslt_i,
    WriteData_i,
    EX_MEM_Rd_i,
    RegWrite_o,
    MemtoReg_o,
    MemRead_o,
    MemWrite_o,
    ALU_rslt_o,
    WriteData_o,
    EX_MEM_Rd_o,
);
    input clk_i;
    input rst_i;
    input RegWrite_i;
    input MemtoReg_i;
    input MemRead_i;
    input MemWrite_i;
    input [31:0] ALU_rslt_i;
    input [31:0] WriteData_i;
    input [4:0] EX_MEM_Rd_i;
    output reg RegWrite_o;
    output reg MemtoReg_o;
    output reg MemRead_o;
    output reg MemWrite_o;
    output reg [31:0] ALU_rslt_o;
    output reg [31:0] WriteData_o;
    output reg [4:0] EX_MEM_Rd_o;
    always@(posedge rst_i) begin 
        if(rst_i) begin
            RegWrite_o <= 0;
        end
    end 
    always@(posedge clk_i) begin
        RegWrite_o <= RegWrite_i; 
        MemtoReg_o <= MemtoReg_i;
        MemRead_o <= MemRead_i; 
        MemWrite_o <= MemWrite_i;
        ALU_rslt_o <= ALU_rslt_i;
        WriteData_o <= WriteData_i;
        EX_MEM_Rd_o <= EX_MEM_Rd_i;
    end 
endmodule
==> results_dict.tcl <==
# collected from the flow reports
set metrics [dict create \
    simple_gate_area_share_pct 0 \
    syn_area_per_cell_um2 19.63 \
    drt_iter0_drc 63 \
    rsz0062_at_grt "no" \
    antenna_left 0 \
    max-cap-violations 0 \
    required_ns 0.80 \
    yosys_warnings 3 \
    fp.coreArea_um2 4504 \
    gp_congestion 0.7364 \
    drv_slew 0 \
    grt_overflow 0 \
    setup_viol 0 \
    ys_top_logic_family "buffers and inverters" \
    hold_depth 1 \
    outcome "completed" \
    whs_endpoint "EX_MEM_Rd_o[3]$_DFF_P_" \
    path_clk_slew_ns 0.06 \
    die_x_um 71.59 \
    num_rows 24 \
    crit_chain "buf_2" \
    grt_pass1_vias 1007 \
    max-clock-path-buffers 2 \
    power_leakage_nw 1.255 \
    clock-sinks 72 \
    h-tree-depth 3 \
    crit_buf_inv 1 \
    min_from "EX_MEM_Rd_i[3]" \
    syn_to_final_growth_pct 89.66 \
    slowest_stage "dfxtp_2" \
    yosys.area_share.aoi_pct 0 \
    finalSetupTns_ns 0 \
    wl_um 4118 \
    n_antenna_cell 0 \
    synthCells 74 \
    ioPinCount 148 \
    ys.flops 72 \
    ys_seq_share_pct 99.22 \
    ys_cells 74 \
    die_h_um 71.59 \
    cts_tree "built" \
    peakVddDrop_v 0.001041 \
    initCoreUtil_pct 32.25 \
    via_per_inst 3.845 \
    cts_root_buf "clkbuf_8" \
    hold_path_class "primary input to flip-flop" \
    routedWlPerCell_um 14.55 \
    post_cts_buffers 0 \
    power_density_nw_per_um2 1910 \
    muxShareOfSynthArea_pct 0 \
    antenna_found_initial 0 \
    drc_errors 0 \
    cp_max_fo 1 \
    ys_chip_area_um2 1453 \
    cpLargestDelayFamily "flip-flops" \
    cp_slowest_stage_delay_ns 0.31 \
    warnings 29 \
    yosysUniqueCellTypes 3 \
    first_pass_iters 2 \
    syn_area_um2 1453 \
    cts_buffers 9 \
    place_hpwl_um 3129 \
    grt_max_degree 11 \
    num_vias 1088 \
    synth_adder_area_share_pct 0 \
    cp-start-kind "flip-flop" \
    drive_above_1_share_pct 39.39 \
    synthXorXnorAreaFrac_pct 0 \
    hold_slack_ns 0.3125 \
    design.die.area_um2 5124 \
    gr-usage-all-layers_pct 16.69 \
    crit_path_end_kind "output pin" \
    cp_data_arrival_time_ns 0.74 \
    grt_pass1_wl_um 6037 \
    io_buffers 144 \
    hold_viol_final 0 \
    worstSetupPathType "flip-flop to output pin" \
]
## cell families (layout without fill, tap and decap cells)
logic type / Yosys count / in the layout
flops: 72 / 72
buf+inv: 1 / 158
other cells: 1 / 1
## area by class of cell
class                           count  area [um^2]
Multi-Input combinational cell      1        3.754
Clock buffer                       13        148.9
Timing Repair Buffer              144         1081
Clock inverter                      1        5.005
Fill cell                         396         1749
Sequential cell                    72         1451
Tap cell                           52        65.06
## routing by layer
layer	wire length, um	track usage [%]
met1	1804	25.95
met5	0	0
met4	67	3.922
met3	513	5.991
met2	1733	23.60
## worst max-delay path by stage
stage,cells past startpoint,from,end,slack (ns)
CTS,1,ALU_rslt_o[19]$_DFF_P_,ALU_rslt_o[19],0.003
global route,1,WriteData_o[20]$_DFF_P_,WriteData_o[20],0.01
finish,1,EX_MEM_Rd_o[3]$_DFF_P_,EX_MEM_Rd_o[3],0.06
## cell usage in the layout (no fill, tap or decap)
cell type,instances
clkdlybuf4s50_1,72
buf_2,71
dfxtp_1,64
clkbuf_8,10
dfxtp_2,8
clkbuf_1,3
conb_1,1
clkinv_2,1
clkbuf_2,1
## sequential cells by signal (all words and copies together), names as in the netlist
register / flops
ALU_rslt_o: 32
EX_MEM_Rd_o: 5
MemRead_o: 1
MemWrite_o: 1
MemtoReg_o: 1
WriteData_o: 32
## repair_timing
item / in CTS / in global routing
hold buffers: 0 / 0
resized: 224 / 2
setup endpoints to repair: 72 / 1
## synthesized netlist by cell type
| cell type | instances | area, um^2 |
|---|---|---|
| dfxtp_1 | 72 | 1441 |
| buf_4 | 1 | 7.510 |
| conb_1 | 1 | 3.750 |
## where the power goes
group / internal, mW / switching (mW) / leakage, nW / total [mW]
Combinational: 0.334 / 0.0596 / 0.568 / 0.394
Sequential: 3.03 / 0.0309 / 0.608 / 3.06
Clock: 0.939 / 0.874 / 0.0794 / 1.81
Total: 4.30 / 0.965 / 1.26 / 5.26
## per-stage QoR
step / power, mW / instances / instance area, um^2 / util [%] / setup slack (ns)
4_1_cts: 5.334 / 283 / 2759 / 61.25 / 0.003021
2_1_floorplan: 3.084 / 74 / 1453 / - / 0.5385
6_report: 5.264 / 283 / 2755 / 61.17 / 0.05742
5_1_grt: 5.527 / 283 / 2755 / 61.17 / 0.01123
3_3_place_gp: 3.659 / 269 / 2952 / 65.53 / 0.02296
3_5_place_dp: 3.661 / 269 / 2952 / 65.53 / 0.02337
Power and IR drop assume default switching activity.
